===== flow/run.sh =====
#!/bin/bash
# OpenROAD 26Q1-2900-gdf79404cd8, Yosys 0.63+post, stock flow scripts
make -C /OpenROAD-flow-scripts/flow DESIGN_CONFIG=/design/flow/config.mk WORK_HOME=/design/flow/orfs finish

===== flow/config.mk =====
export PLATFORM = sky130hd
export DESIGN_NAME = time_cnt_half_tick
export DESIGN_NICKNAME = time_cnt_half_tick
export VERILOG_FILES = /design/flow/design.v
export SDC_FILE = /design/flow/constraint.sdc
export NUM_CORES = 4
export LEC_CHECK = 1
export CORE_AREA = 10 10 70 70
export DIE_AREA = 0 0 80 80

===== flow/constraint.sdc =====
current_design time_cnt_half_tick

set clk_period 2.1
set clk_io_pct 0.2

create_clock -name clk0 -period $clk_period [get_ports {clk}]

set non_clock_inputs [all_inputs -no_clocks]
set_input_delay [expr $clk_period * $clk_io_pct] -clock clk0 $non_clock_inputs
set_output_delay [expr $clk_period * $clk_io_pct] -clock clk0 [all_outputs]

===== flow/design.v =====
`timescale 1ns / 1ps
module time_cnt_half_tick #(
    parameter TCNT = 100,
    parameter BIT_WIDTH = 7
) (
    input clk,
    input rst,
    input i_tick,
    output reg [BIT_WIDTH - 1:0] o_time,
    output o_tick,
    output reg o_half_sec
);
    reg [($clog2(TCNT) - 1):0] tcnt, tcnt_next;
    reg rotick, rotick_next;
    always @(posedge clk or posedge rst) begin
        if (rst) begin
            rotick <= 0;
            tcnt   <= 0;
        end else begin
            tcnt   <= tcnt_next;
            rotick <= rotick_next;
        end
    end
    always @(*) begin
        if (i_tick && (tcnt != (TCNT - 1))) begin
            tcnt_next   = tcnt + 1;
            rotick_next = 0;
        end else if (i_tick && (tcnt == (TCNT - 1))) begin
            tcnt_next   = 0;  
            rotick_next = 1;
        end else begin
            tcnt_next   = tcnt;
            rotick_next = 0;
        end
    end
    always @(*) begin
        if (tcnt == 0) begin
            o_time = 0;
        end else begin
            o_time = tcnt;
        end
    end
    always @(*) begin
        if ((tcnt <= ((TCNT / 2) - 1))) begin
            o_half_sec = 0;
        end 
        else begin
            o_half_sec = 1;
        end
    end
    assign o_tick = rotick;
endmodule

==> impl_metrics.py <==
# Synthesis and PnR figures
metrics = {
    "finish": {
        "area_growth_synth_to_finish_pct": 48.7,
        "finish.cell_count_without_fillers": 108,
        "fin_area_um2": 661,
        "drive_gt1_frac": 0.242,
        "nFillCells": 382,
    },
    "run": {
        "warnings": 28,
        "timing.max_cap.violations": 0,
    },
    "power_and_ir_drop": {
        "power.density_nw_per_um2": 1020,
        "net_load_switching_power_uw": 222,
        "power.share.clock": 0.169,
        "power.share.sequential": 0.414,
        "leakagePower_nw": 0.288,
        "vdd_ir_drop_max_uv": 275,
        "finalPower_uw": 674,
        "sw_frac_of_total": 0.329,
        "cellInternalPower_uw": 452,
        "combPwrFrac": 0.417,
    },
    "floorplanning": {
        "chip_area_um2": 6400,
        "initial_core_util": 0.130,
        "chipHeight_um": 80,
        "coreArea_um2": 3420,
        "number_of_top_level_pins": 12,
        "floorplan.rows": 21,
        "die_width_um": 80,
    },
    "critical_path": {
        "path_class": "reg -> out",
        "crit_path_end_kind": "primary output",
        "required_ns": 1.68,
        "worstSetupStartpointType": "flop",
        "worstPathArrival_ns": 1.60,
        "crit_path_max_fanout": 3,
    },
    "logic_synthesis": {
        "synth-edff-count": 0,
        "synth-seq-area-share": 0.451,
        "synth_dominant_cell_count": "sky130_fd_sc_hd__dfrtp_1",
        "yosys-stat-cells": 50,
        "yosysChipArea_um2": 444,
        "netlist_top_cells_area": "sky130_fd_sc_hd__dfrtp_1 (45%), sky130_fd_sc_hd__ha_1 (8.5%), sky130_fd_sc_hd__o21ai_0 (4.5%), sky130_fd_sc_hd__clkbuf_1 (4.2%), sky130_fd_sc_hd__nand2_1 (4.2%)",
        "yosys-top-cells-count": "sky130_fd_sc_hd__dfrtp_1 (8), sky130_fd_sc_hd__clkbuf_1 (5), sky130_fd_sc_hd__nand2_1 (5)",
        "synth_area_leader_cell": "sky130_fd_sc_hd__dfrtp_1",
        "synth-seq-cells": 8,
        "syn-instance-count": 50,
        "synthDominantCellAreaShare": 0.451,
        "yosys_warnings": 1,
        "count_of_unique_library_cells_instantiated_by_yosys": 19,
        "netlist_area_um2": 444,
        "syn_avg_cell_area_um2": 8.88,
        "ff_type": "sky130_fd_sc_hd__dfrtp_1",
        "synthArstFlopShare": 1.00,
    },
    "final_timing": {
        "finalCritPeriodShare": 0.963,
        "finalHoldViolCount": 0,
        "final_critical_path_setup_slack_ns": 0.0785,
        "clock_skew_ns": 0.00560,
        "fmaxAchievable_mhz": 495,
        "setup_viol_count_final": 0,
        "setup_tns_ns": 0,
        "rsz0062_at_grt": "yes",
        "worst_pin_slew_ns": 0.296,
        "maxSlewHeadroom": 0.803,
        "finalCriticalPeriod_ns": 2.02,
        "drv_slew": 0,
    },
    "routing": {
        "num_antenna_cells": 0,
        "post_drt_wl_per_cell_um": 9.71,
        "wirelength_um": 1050,
        "routed_via_density": 3.57,
        "detail_route.drc_violations": 0,
        "drt_first_pass_iters": 4,
        "vias": 386,
        "final_antenna_net_count": 0,
        "detail_route.iter0.violations": 20,
    },
    "place": {
        "dp_hpwl_um": 816,
        "post-place-cells": 103,
        "port_buffers": 11,
        "placement.cell_area_um2": 601,
        "place_worst_setup_slack_ns": 0.235,
        "finalWeightedCongestion": 0.861,
    },
    "clocking": {
        "numCtsBuffers": 3,
        "cts.clk_slew.worst_paths_ns": 0.05,
        "tritoncts": "built",
        "clock-sinks": 8,
        "clock_path_buffers": 2,
        "clock_tree.htree_level_count": 1,
        "worstSkewPairLatency_ns": 0.25,
        "cts_root_buf": "sky130_fd_sc_hd__clkbuf_4",
    },
    "grt": {
        "grt_max_degree": 9,
        "wire_length_of_the_first_global_routing_pass_um": 1700,
        "first_global_vias": 358,
        "grt_usage": 0.0340,
        "antenna_found_initial": 0,
        "globalRouteOverflowTotal": 0,
    },
    "min_path": {
        "min-delay-path-class": "in -> async",
    },
    "run_status": {
        "status": "completed",
    },
}
==> critical path, stage by stage, from the launching register on <==
cell                              delay [ns]
sky130_fd_sc_hd__dfrtp_1                0.41
sky130_fd_sc_hd__ha_2                   0.19
sky130_fd_sc_hd__o21ai_1                0.13
sky130_fd_sc_hd__a31o_2                 0.16
sky130_fd_sc_hd__clkdlybuf4s50_1        0.46
==> cell usage in the layout, fill, tap and decap left out, types with 2 or more instances in the layout <==
master	instances
sky130_fd_sc_hd__o21ai_0	3
sky130_fd_sc_hd__a31oi_1	2
sky130_fd_sc_hd__dfrtp_2	3
sky130_fd_sc_hd__nand4_1	2
sky130_fd_sc_hd__clkbuf_4	3
sky130_fd_sc_hd__and3_1	2
sky130_fd_sc_hd__inv_1	2
sky130_fd_sc_hd__clkdlybuf4s50_1	9
sky130_fd_sc_hd__xnor2_1	2
sky130_fd_sc_hd__dlymetal6s2s_1	2
sky130_fd_sc_hd__ha_1	2
sky130_fd_sc_hd__or3_1	2
sky130_fd_sc_hd__nand2_1	5
sky130_fd_sc_hd__buf_4	2
sky130_fd_sc_hd__nor2_1	2
sky130_fd_sc_hd__a21oi_1	3
sky130_fd_sc_hd__dfrtp_1	5
==> cells by family after synthesis <==
group	synth area share
multiplexers	0.0254
AND-OR/OR-AND	0.141
adder cells (fa/ha/maj)	0.0845
flip-flops	0.451
XOR/XNOR	0.0394
AND/OR/NAND/NOR	0.192
buffers and inverters	0.0676
==> power by group through the flow <==
stage / Clock (mW) / Combinational (mW) / Sequential (mW)
5_1_grt: 0.129 / 0.317 / 0.288
6_report: 0.114 / 0.281 / 0.279
4_1_cts: 0.116 / 0.282 / 0.266
==> per-stage QoR <==
step           utilization  hold WS (ns)
6_report             0.193         0.410
5_1_grt              0.193         0.440
4_1_cts              0.187         0.430
3_5_place_dp         0.176         0.569
3_3_place_gp         0.176         0.569
2_1_floorplan            -         0.236
==> registers in the layout (all words and copies together), names as in the netlist <==
signal / count
tcnt: 7
rotick: 1
==> metal layers <==
layer | vias up | global-route usage | wire length [um]
li1 | 198 | - | -
met1 | 174 | 0.0434 | 470
met2 | 12 | 0.0401 | 401
met3 | 2 | 0.0330 | 167
met4 | 0 | 0.00528 | 10
met5 | - | 0 | 0
==> area by class of cell <==
cell class / count / area (um^2) / share of cell area
Tap cell: 46 / 57.6 / 0.0871
Multi-Input combinational cell: 34 / 224 / 0.339
Clock buffer: 3 / 22.5 / 0.0341
Sequential cell: 8 / 204 / 0.309
Timing Repair Buffer: 14 / 141 / 0.214
Inverter: 3 / 11.3 / 0.0170
==> worst paths after layout <==
path	slack, ns	end	cells after the start	start
worst max-delay path	0.08	o_half_sec	4	tcnt[0]
worst min-delay path	0.41	tcnt[1]	2	rst
worst max register to register	0.63	tcnt[6]	5	tcnt[0]
worst min register to register	0.54	tcnt[3]	1	tcnt[3]
max in group asynchronous	1.44	tcnt[4]	2	rst
min in group clk0	0.54	tcnt[3]	1	tcnt[3]
==> timing repair <==
| action | 4_1_cts | 5_1_grt |
|---|---|---|
| buffers inserted | 2 | 0 |
| hold buffers | 0 | 0 |
| pin swaps | 0 | 1 |
| resized | 0 | 11 |
| endpoints found under the setup margin | 1 | 3 |
Power and IR drop assume default switching activity.
