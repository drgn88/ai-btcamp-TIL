`design/flow/config.mk`:
```
export PLATFORM = sky130hd
export DESIGN_NAME = ram
export DESIGN_NICKNAME = ram
export VERILOG_FILES = /design/flow/design.v
export SDC_FILE = /design/flow/constraint.sdc
export NUM_CORES = 4
export LEC_CHECK = 1
export CORE_UTILIZATION = 40
```
`design/flow/constraint.sdc`:
```
current_design ram

set clk_period 8.9
set clk_io_pct 0.2

create_clock -name clk0 -period $clk_period [get_ports {clk}]

set non_clock_inputs [all_inputs -no_clocks]
set_input_delay [expr $clk_period * $clk_io_pct] -clock clk0 $non_clock_inputs
set_output_delay [expr $clk_period * $clk_io_pct] -clock clk0 [all_outputs]
```
`design/flow/design.v`:
```
`timescale 1ns / 1ps
module ram (
    input clk,
    input [7:0] addr,
    input [7:0] w_data,
    input wr,
    output [7:0] r_data
);
    reg [7:0] bram_mem;
    reg [7:0] mem[0:255];   
    assign r_data = bram_mem;
    always @(posedge clk) begin
        if (wr) begin
            mem[addr] <= w_data;
        end
        else begin
            bram_mem <= mem[addr];
        end
    end
endmodule
```
`design/flow/run.sh`:
```
#!/bin/bash
# OpenROAD 26Q1-2900-gdf79404cd8, Yosys 0.63+post, stock flow scripts
make -C /OpenROAD-flow-scripts/flow DESIGN_CONFIG=/design/flow/config.mk WORK_HOME=/design/flow/orfs finish
```
==> flow_summary.toml <==
# generated from flow reports
[critical_path]
critical_path_peak_fanout = 37
crit_family = "AND-OR/OR-AND gates"
worst-setup-path-type = "in -> reg"
timing.critical_path.to_type = "flip-flop"
timing.critical_path.cells = "buf_8 > buf_4 > buf_4 > mux4_2 > a22oi_1 > a21oi_1 > o41ai_1 > nand4_1"
timing.critical_path.from_type = "input pin"
cpMostUsedCell = "buf_4"
cp_num_buf_inv = 3
cp_slowest_stage_delay_ns = 1.18
critical-path-slowest-cell = "o41ai_1"
setup_slack_reg_to_reg_ns = 5.80
worstPathRequired_ns = 9.42
cp.arrival_ns = 5.93

[grt]
initial_antenna_violation_count = 6
first_global_vias = 40950
grt_util_all_layers_pct = 21.41
global_route.overflow_total = 0
grt_first_pass_wirelength_mm = 277.6
maximum_number_of_pins_on_one_net_before_global_route_repair = 136

[cts]
cts_repair_resize_count = 0
cts_htree_levels = 4
clk_root_buffer_cell = "clkbuf_16"
post_cts_buffers = 0
tritoncts_clock_tree = "built"
max-clock-path-buffers = 3
cts-buffers-inserted = 203
insertion_delay_ns = 0.84
clkSlewWorstSetupHoldPaths_ns = 0.06
hold_buffers = 0
cts_sinks = 2056

[final_timing]
worstMarginPinSlew_ns = 1.353
finalHoldViolations = 0
clock.fmax_ghz = 0.1847
rsz_0062_raised_after_global_routing = "no"
relSlewSlack_pct = 8.605
setup_viol = 0
setup_tns_after_final_layout_ns = 0
final.period_utilization_pct = 60.83
finalWorstPathRequiredPeriod_ns = 5.414
clock-skew-final_ns = 0.03803
slew_violations = 0

[cells_and_area]
final_cell_count_no_fill = 6514
final_core_util_pct = 45.65
synthToLayoutAreaGrowth_pct = 13.35
nFillCells = 15990
layout-drive-gt1-share_pct = 25.35

[synthesis]
seq_area_frac_synth_pct = 78.61
ys_chip_area_um2 = 78530
synth-edff-count = 2056
ys_cells = 3545
netlist.top_cell.by_area = "edfxtp_1"
syn-mean-instance-area_um2 = 22.15
synth.top_cells.by_area = "edfxtp_1 79%, mux4_2 15%, a22oi_1 2.4%"
async_reset_ff_share_pct = 0
synth_flop_count = 2056
ys.flop_type = "edfxtp_1"
yosys_warnings = 1
synth_cells = 3545
synthesis.area_um2 = 78530
ys_types = 20
top_cell_area_share_pct = 78.61

[pwr]
irDropWorstVdd_uv = 203.3
power.density_nw_per_um2 = 223.9
p_leak_nw = 26.81
total_power_mw = 19.93

[run]
max_cap_violations = 0
stage_log_warnings = 35

[placement]
gp_routability_congestion = 0.8616
place_hpwl_mm = 112.2
dpl.cell_count = 6134
number_of_buffers_inserted_by_port_buffering = 25

[floorplan]
design.die.area_um2 = 198100
die_w_um = 445.1
boundaryPins = 26
initial_utilization_pct = 40.28
std_cell_rows = 162
die_height_um = 445.1
design.core.area_um2 = 195000

[routing]
routedWlPerCell_um = 29.05
drt.antenna.violating_nets = 0
dr_vias = 36660
first_pass_iters = 7
finalWirelength_mm = 189.2
viasPerCell = 5.628
post-route-drc-count = 0
drt_iter0_markers = 2553

[min_path]
class_of_the_tightest_hold_or_removal_check = "reg -> reg"

[status]
outcome = "complete, no violations"
==> flip-flops by register name, indices dropped and copies added (netlist names) <==
| name | flops |
|---|---|
| mem | 2048 |
| bram_mem | 8 |
==> final cells by class <==
cell class,instances,area (um2),share of cell area [%]
timing repair buffer,197,1697,1.906
inverter,1,3.754,0.004217
multi-input combinational,1258,15810,17.76
clock inverter,117,1105,1.241
sequential,2056,61740,69.36
clock buffer,260,5379,6.043
tap,2624,3283,3.688
antenna,1,2.502,0.002811
==> cells in the mapped netlist (17+ instances only) <==
library cell  count
a21oi_1         128
a22oi_1         256
buf_1            31
buf_2            34
clkbuf_1        140
edfxtp_1       2056
mux4_2          512
nand2_1          25
nand3_1          17
nor2_1          234
nor3_1           27
o41ai_1          32
==> final timing paths <==
path | from | endpoint | depth (start not counted)
min reg2reg | mem[23][5]$_DFFE_PP_ | bram_mem[5]$_DFFE_PN_ | 6
max reg2reg | mem[123][6]$_DFFE_PP_ | bram_mem[6]$_DFFE_PN_ | 6
max | addr[0] | bram_mem[0]$_DFFE_PN_ | 8
min | mem[23][5]$_DFFE_PP_ | bram_mem[5]$_DFFE_PN_ | 6
==> power by group <==
| part | internal (mW) | switching (mW) |
|---|---|---|
| registers | 10.7 | 0.0120 |
| logic | 0.307 | 0.578 |
| clock network | 4.76 | 3.59 |
==> cells in the final DEF, fill, tap and decap left out, types with 10 or more instances in the layout <==
cell	Yosys	final
bufinv_16	0	17
clkinv_1	0	48
nand3_1	17	12
nor2_1	234	233
a22oi_1	256	256
mux4_2	512	512
nor3_1	27	27
a21oi_1	128	128
clkinv_2	0	33
edfxtp_1	2056	2056
clkbuf_16	0	207
o41ai_1	32	30
nand2_1	25	24
buf_4	10	160
buf_8	0	10
clkbuf_1	140	53
clkdlybuf4s50_1	0	15
==> worst reg2reg max path: stages (launching register included) <==
cell and delay, ns:
edfxtp_1 0.37, mux4_2 0.48, a22oi_1 0.45, a21oi_1 0.21, o41ai_1 0.85, buf_4 0.32
nand4_1 0.12
==> logic make-up (layout without fill, tap and decap cells) <==
kind of cell | Yosys count | after routing | synth area share (%)
flops | 2056 | 2056 | 78.61
mux | 512 | 512 | 14.68
compound gates | 416 | 416 | 3.620
simple gates | 330 | 330 | 1.733
buf+inv | 231 | 575 | 1.349
other cells | 0 | 1 | 0
==> metrics by stage <==
stage                     hold WS (ns)  instance area (um2)  setup WS, ns
after floorplan                 0.8956                78530         4.946
after global placement           1.122                82510         2.419
after detailed placement         1.132                82520         2.438
after CTS                        1.151                89000         3.355
after global routing             1.200                89010         3.205
final                            1.143                89020         3.486
==> metal layers <==
| layer | vias up | wire [um] | GRT usage, % |
|---|---|---|---|
| met1 | 18940 | 64670 | 27.94 |
| met5 | - | 143 | 0.4151 |
| met3 | 292 | 28130 | 14.32 |
| met2 | 1983 | 91590 | 31.84 |
| met4 | 10 | 4688 | 4.118 |
| li1 | 15440 | - | - |
Power figures rest on the tool's default switching activity, not on a simulated workload.
