<file path="run.sh">
#!/bin/bash
# OpenROAD 26Q1-2900-gdf79404cd8, Yosys 0.63+post, stock flow scripts
make -C /OpenROAD-flow-scripts/flow DESIGN_CONFIG=/design/flow/config.mk WORK_HOME=/design/flow/orfs finish
</file>
<file path="config.mk">
export PLATFORM = sky130hd
export DESIGN_NAME = digit_splitter
export DESIGN_NICKNAME = digit_splitter
export VERILOG_FILES = /design/flow/design.v
export SDC_FILE = /design/flow/constraint.sdc
export NUM_CORES = 4
export LEC_CHECK = 1
export CORE_AREA = 10 10 85 85
export DIE_AREA = 0 0 95 95
</file>
<file path="design.v">
`timescale 1ns / 1ps
module digit_splitter (
    input [8:0] sum,
    output [3:0] digit_1,
    output [3:0] digit_10,
    output [3:0] digit_100,
    output [3:0] digit_1000
);
    assign digit_1    = sum % 10;
    assign digit_10   = (sum / 10) % 10;
    assign digit_100  = (sum / 100) % 10;
    assign digit_1000 = sum / 1000;
endmodule
</file>
<file path="constraint.sdc">
current_design digit_splitter

set clk_period 5.2
set clk_io_pct 0.2

create_clock -name clk0 -period $clk_period

set non_clock_inputs [all_inputs -no_clocks]
set_input_delay [expr $clk_period * $clk_io_pct] -clock clk0 $non_clock_inputs
set_output_delay [expr $clk_period * $clk_io_pct] -clock clk0 [all_outputs]
</file>
==> impl_metrics.json <==
{
  "status": "finished, violations left",
  "violations": "setup timing",
  "fp-row-count": 27,
  "antennaDiodeCount": 0,
  "drcViolationCount": 0,
  "place_congestion": 0.932,
  "fin_util_pct": 55.6,
  "dr_total_vias": 2256,
  "fin_ws_ns": -0.112,
  "min-delay-start": "sum[0]",
  "syn2layout_area_growth_pct": 83.5,
  "peakVddDrop_mv": 0.104,
  "nFlopsAndLatches": 0,
  "dieArea_um2": 9030,
  "finalCriticalPeriod_ns": 5.31,
  "cp_common_cell": "ha_4",
  "grt_max_degree": 27,
  "drv_cap": 0,
  "crit_chain": "buf_8, nor2_4, inv_2, ha_4, nand2b_4, buf_6, a211oi_4, or3_4, buf_6, o211ai_4, inv_2, ha_4, inv_2, ha_4, o31a_1, buf_4, o21bai_1, a21oi_2, ha_4, mux2i_1, buf_2",
  "grt_pass1_vias": 2102,
  "drv_slew": 0,
  "via_per_inst": 5.17,
  "ant_nets": 0,
  "crit_path_end_kind": "output pin",
  "fp-utilization_pct": 30.3,
  "ios": 25,
  "grt-ovfl-total": 0,
  "clkbuf_count": 0,
  "yosysWarnings": 0,
  "die_w_um": 95,
  "placed_area_um2": 2450,
  "drive_gt1_share_pct": 53.3,
  "io_buffers": 18,
  "max-slew-margin-rel_pct": 57.9,
  "wire_per_inst_um": 13.5,
  "drt-initial-drc-count": 151,
  "critPathArrivalTime_ns": 4.27,
  "ys_chip_area_um2": 1660,
  "power_density_nw_per_um2": 164,
  "die_h_um": 95,
  "core_area_um2": 5470,
  "wirelength_um": 5900,
  "pre_cts_ws_ns": -0.833,
  "ys_cells": 245,
  "finalCritPeriodShare_pct": 102,
  "fmax_ghz": 0.188,
  "fill_cells": 493,
  "startpoint_type": "input port",
  "synth_area_um2": 1660,
  "warnings": 35,
  "whs_path_depth": 0,
  "final_hold_viol_count": 0,
  "grt_pass1_wl_um": 9670,
  "stdcell_area_um2": 3040,
  "p_leak_nw": 1.31,
  "ys_seq_share_pct": 0,
  "seqCellArea_um2": 0,
  "grt_antenna_before_repair": 0,
  "slowest_stage": "or3_4",
  "synth.distinct_cells": 79,
  "rsz0062_at_grt": "yes",
  "syn_avg_cell_area_um2": 6.76,
  "power_uw": 497,
  "drt-pass1-iter-count": 4,
  "worstSetupPathType": "in -> out",
  "grtUsageTotal_pct": 12.6,
  "critPathMaxFanout": 6,
  "synthCells": 245,
  "min_path_type": "in -> out",
  "cp-startpoint": "sum[7]",
  "hold_buffers": 0,
  "setup_viol": 5,
  "critPathRequiredTime_ns": 4.16,
  "fin_tns_setup_ns": -0.344,
  "worst-slew-pin-transition_ns": 0.630,
  "hpwl_um": 4130,
  "slowest_delay_ns": 0.45
}
cell usage after synthesis (3+ instances only):
| cell type | number | share of area [%] |
|---|---|---|
| o21bai_1 | 4 | 1.8 |
| o31ai_1 | 3 | 1.4 |
| clkbuf_1 | 7 | 1.6 |
| maj3_1 | 3 | 1.8 |
| inv_1 | 10 | 2.3 |
| buf_4 | 6 | 2.7 |
| o21ai_0 | 12 | 3.6 |
| o22ai_1 | 3 | 1.1 |
| nand2_1 | 21 | 4.8 |
| nor2_1 | 24 | 5.4 |
| a31oi_1 | 5 | 1.9 |
| o21ai_1 | 3 | 0.91 |
| and2_1 | 4 | 1.5 |
| nor4_1 | 3 | 1.1 |
| nand2b_1 | 7 | 2.6 |
| nand3_1 | 7 | 2.1 |
| o221ai_1 | 3 | 1.6 |
| mux2i_1 | 3 | 1.8 |
| a211oi_1 | 3 | 1.4 |
| xnor2_1 | 5 | 2.6 |
| a32oi_1 | 3 | 1.6 |
| ha_1 | 6 | 4.5 |
| o211ai_1 | 5 | 2.3 |
| nor2b_1 | 4 | 1.5 |
| nor3_1 | 5 | 1.5 |
| buf_2 | 6 | 1.8 |
| nand2_2 | 3 | 1.1 |
| a21oi_1 | 16 | 4.8 |
power breakdown:
part	switching [mW]	internal, mW
registers	0	0
clock network	0	0
logic	0.219	0.279
total	0.219	0.279
worst paths after layout:
| path | to |
|---|---|
| setup / recovery | digit_10[2] |
| hold / removal | digit_1[0] |
layout by cell type, fill, tap and decap left out, drive strengths merged, types with 3 or more instances in the layout:
cell           Yosys  final
nor3               5      5
buf               15    126
a31oi              5      5
nor4               4      4
o21bai             5      5
nand3              8      8
o22ai              3      3
a32oi              3      3
ha                 6      6
a211oi             6      6
o31ai              3      3
o211ai             6      6
nor2b              4      4
inv               12     12
clkdlybuf4s50      0      7
maj3               4      4
nor2              27     27
o221ai             3      3
xnor2              5      5
and2               6      6
a21oi             16     16
conb               1      5
nand2b             8      8
mux2i              3      3
nand2             24     24
o21ai             17     17
logic make-up after synthesis:
kind of cell	Yosys count	synth area share [%]
and+or+nand+nor	97	31.3
AOI/OAI and AO/OA	93	44.8
buffers and inverters	35	11.5
adders and majority gates	10	7.02
xor gates and xnor gates	5	2.64
muxes	4	2.49
other	1	0.226
layer usage:
metal  part of all wire, %  GRT usage, %  routed length (um)  up-vias
met1                    48          17.6                2840     1060
met4                     0         0.499                   0        0
li1                      -             -                   -     1151
met5                     0             0                   0        -
met2                    47          21.9                2780       45
met3                   4.7         0.801                 280        0
cell type report:
| class | instances | area, um^2 | share of cell area, % |
|---|---|---|---|
| well taps | 72 | 90.1 | 2.96 |
| inverters | 13 | 62.6 | 2.06 |
| multi-input cells | 214 | 1780 | 58.7 |
| repair buffers | 137 | 1100 | 36.3 |
worst max-delay path, delay by kind of cell:
kind	cells	cell delay [ns]
simple gates	3	0.71
mux	1	0.12
compound gates	5	0.77
fa+ha+maj	4	0.82
buf+inv	8	0.80
stage by stage:
stage	hold slack (ns)	std cells
floorplan	2.15	249
CTS	2.08	431
global route	2.08	436
finish	2.08	436
detailed placement	2.08	396
global placement	2.08	396
repair_timing:
item                       CTS  global route
pin swaps                   30             7
setup endpoints to repair    7             7
setup buffers               35             5
gates resized               73            19
Power is estimated from default activity; no workload was simulated.
