==> design.v <==
`timescale 1ns / 1ps
module baud_tick_assign #(
    parameter SYS_CLK = 100_000_000,
    parameter BAUD = 9600,
    parameter BAUD_COUNT = SYS_CLK / BAUD
)(
    input clk,
    input rst,
    output baud_tick
    );
    reg [($clog2(BAUD_COUNT) - 1) : 0] cnt;
    wire [($clog2(BAUD_COUNT) - 1) : 0] cnt_next;
    assign cnt_next = (cnt == (BAUD_COUNT - 1)) ? 0 : cnt +1;
    assign baud_tick = (cnt == (BAUD_COUNT - 1)) ? 1 : 0;
    always @(posedge clk or posedge rst) begin
        if (rst) begin
            cnt <= 0;
        end
        else begin
            cnt <= cnt_next;
        end
    end
endmodule
==> run.sh <==
#!/bin/bash
# OpenROAD 26Q1-2900-gdf79404cd8, Yosys 0.63+post, stock flow scripts
make -C /OpenROAD-flow-scripts/flow DESIGN_CONFIG=/design/flow/config.mk WORK_HOME=/design/flow/orfs finish
==> config.mk <==
export PLATFORM = sky130hd
export DESIGN_NAME = baud_tick_assign
export DESIGN_NICKNAME = baud_tick_assign
export VERILOG_FILES = /design/flow/design.v
export SDC_FILE = /design/flow/constraint.sdc
export NUM_CORES = 4
export LEC_CHECK = 1
export CORE_AREA = 10 10 72 72
export DIE_AREA = 0 0 82 82
==> constraint.sdc <==
current_design baud_tick_assign

set clk_period 3.5
set clk_io_pct 0.2

create_clock -name clk0 -period $clk_period [get_ports {clk}]

set non_clock_inputs [all_inputs -no_clocks]
set_input_delay [expr $clk_period * $clk_io_pct] -clock clk0 $non_clock_inputs
set_output_delay [expr $clk_period * $clk_io_pct] -clock clk0 [all_outputs]
==> summary.txt <==
This note records the results obtained with Yosys and OpenROAD.

Synthesis
The post-synthesis cell count from yosys is 62. The synthesized netlist contains 21 unique library cells. Post-synthesis, Yosys gives the total cell area as 678 sq um.

The post-synthesis instance area is 678 sq um. The sequential element share of the synthesized area is 51.7%. The number of flip-flops and latches in the synthesized netlist is 14.

The synthesized netlist handed to floorplanning was reported with a cell count of 62. Averaged over all synthesized cells, the footprint is 10.9 sq um. The yosys synthesis warning count is 1.

Die
According to the floorplan report, the total die area is 6720 sq um. 3 I/O pins were placed. The chip width is 82 um.

The row count is 22. The effective utilization at floorplan is 18.4%. The core region is 3690 sq um. The height of the chip is 82 um.

Worst setup path
Among all stages on the critical path, the largest delay is contributed by clkdlybuf4s50_1. The timing report notes that buffer and inverter cells on the critical path total 1. The launch instance of the worst register-to-register path is cnt[6]. In this run the worst setup path begins at cnt[6]. STA classifies the critical path endpoint as an output port.

Along the worst path, the maximum fanout reaches 9. The maximum single-stage delay on the critical path is 0.57 ns. The cell sequence reported for the critical path is or4_4, nor4_4, clkdlybuf4s50_1.

Looking at the setup timing report, the critical path kind is reg2out. Data on the critical path is required at its endpoint by 2.80 ns. The critical path's top delay family is simple AND/OR/NAND/NOR gates.

STA puts the critical path data arrival time at 2.26 ns. The startpoint type of the worst setup path is a register.

Clock network
The clock insertion delay at the later pin of the skew report is 0.24 ns. Per the repair_timing log after CTS, setup buffers inserted total 0. Looking at the clock tree report, the maximum root-to-sink buffer count equals 2. The number of sinks driven by the clock tree is 14. Buffers inserted during clock tree synthesis total 3. The number of buffers added to fix hold violations after cts is 0. The clock-pin slew on the worst setup and hold paths is 0.05 ns.

The buffer cell driving the clock tree root is clkbuf_8. The post-cts resize count is 0. The maximum level of the CTS H-tree is 1.

The TritonCTS clock tree is yes.

Finish
The fill cell total of the finished layout is 413. Between the synthesized netlist and the finished layout, the area growth was recorded as 17.9%. The final non-filler cell total is 115. The largest registers in the layout are cnt (14). Ranked by flip-flop count, first place goes to cnt. The share of layout cells above drive strength 1 is 7.46%. The flip-flop count of the largest register after layout is 14.

Placed design
The placement summary gives the final routability congestion estimate as 0.784. Once placement completed, the tool counted placed cells totaling 112. The detailed placer's ending HPWL is 836 um. The number of input and output port buffers inserted is 2.

STA
The number of max-slew violations in the final report is 0. For the pin with the worst max-slew slack, the measured transition is 0.519 ns. The tightest slew margin relative to the limit is 65.4%. For this run, the final setup violation count is recorded as 0. The clock period minus worst slack is 2.96 ns. Setup repair after global routing left no endpoint under its margin. The highest clock rate this design can be run at is 338 MHz. The worst-case clock skew is 0.00266 ns. In the finished design, the share of the clock period the worst path needs comes to 84.5%. Hold-check failures listed in the final report amount to 0.

The setup TNS after final layout is 0 ns.

Global routing
Summed over all routing layers, the global router reports a total usage of 3.81%. After global routing the overflow that remains totals 0. The initial antenna violation count came to 0. The first global-routing pass estimated 2.16 mm of wire. The largest net degree at the start of global routing is 15. The via count of the first global-routing pass is 490.

Route
The routed layout reports a DRC error count of 0. For this run, the detailed router reports a per-instance via density of 4.02. The detail route stage leaves a number of antenna-violating nets equal to 0.

The detailed-route wire length per cell is 9.89 um. Across all layers, the routed design uses 462 vias. The iteration tally of the first detailed-router pass is 4.

The iteration-0 DRC count of the detailed router is 32. The antenna cell count is 0. The total wire length after detailed routing is 1.14 mm.

Worst hold path
The worst hold path begins at cnt[13]. The class of the tightest hold or removal check is reg2reg.

Outcome
The run finished with clean final reports.

Run
The number of maximum-capacitance violations recorded for the run is 0. The number of OpenROAD warnings is 26.

Pwr
In this run the static leakage power is 0.000356 uW. The design draws 292 uW. The cell area power density is 365 nW/um^2. VDD sags by at most 0.201 mV.
-- stage by stage --
step                worst slack (ns)  cell area, sq um  util [%]  hold slack (ns)
finish                         0.541               800      21.7            0.491
global route                   0.439               800      21.7            0.536
CTS                            0.522               800      21.7            0.488
detailed placement             0.793               758      20.6            0.481
global placement               0.810               758      20.6            0.488
floorplan                       1.51               678         -            0.442
-- cell usage in the layout (no fill, tap or decap) --
master and n:
nor4_4 1, nand2_1 5, or4_4 1, mux2i_1 1, nand3b_1 1, nand3_1 6
nor2b_1 1, dfrtp_1 14, inv_1 1, and4_1 1, nand2b_1 1, nand4_1 3
or4bb_1 1, xnor2_1 3, o21ai_1 1, nor3_1 2, xor2_1 7, nor2_1 7
clkdlybuf4s50_1 2, clkbuf_8 3, or4_1 1, ha_1 2, and3_1 2
-- where the power goes --
part / internal, uW / switching, uW
Combinational: 1.04 / 3.07
Clock: 75.8 / 49.6
Sequential: 162 / 0
Total: 239 / 52.7
-- synthesized netlist by cell type (all sizes together) --
cell type	number	area share (%)
xnor2	3	3.9
o21ai	1	0.74
nor4	1	3.1
or4	2	2.8
and3	2	1.8
dfrtp	14	52
nor3	2	1.5
inv	1	0.55
nor2b	1	0.92
nor2	7	3.9
nand4	3	2.8
mux2i	1	1.5
nand2	5	2.8
nand3	6	4.4
xor2	7	9.0
nand2b	1	0.92
ha	2	3.7
and4	1	1.3
or4bb	1	1.7
nand3b	1	1.1
-- layer usage --
metal | vias up | part of all wire [%] | global-route usage, %
li1 | 230 | - | -
met2 | 9 | 42 | 5.49
met5 | - | 0 | 0
met3 | 0 | 4.1 | 1.43
met4 | 0 | 0 | 0.510
met1 | 223 | 54 | 5.48
-- logic make-up after synthesis --
kind of cell | count (synthesis) | synth area share (%)
buf+inv | 1 | 0.553
mux | 1 | 1.48
fa+ha+maj | 2 | 3.69
simple gates | 33 | 29.0
flops | 14 | 51.7
compound gates | 1 | 0.737
xor+xnor | 10 | 12.9
-- layout make-up --
cell class	count	area (sq um)	area share [%]
clock buffers	3	41.3	5.16
inverters	1	3.75	0.469
multi-input cells	47	324	40.5
flip-flops and latches	14	350	43.8
well taps	48	60.1	7.51
repair buffers	2	20.0	2.50
-- worst paths after layout --
kind / end / depth (start not counted) / slack, ns
min in group asynchronous: cnt[4] / 2 / 0.80
min reg2reg: cnt[13] / 1 / 0.49
min: cnt[13] / 1 / 0.49
max: baud_tick / 3 / 0.54
max in group asynchronous: cnt[1] / 2 / 2.35
max reg2reg: cnt[13] / 4 / 1.70
No activity file was given, so power comes from the tool's default toggle rates.
