$ cat flow/constraint.sdc
current_design top_10000_cnt

set clk_period 2.5
set clk_io_pct 0.2

create_clock -name clk0 -period $clk_period [get_ports {clk}]

set non_clock_inputs [all_inputs -no_clocks]
set_input_delay [expr $clk_period * $clk_io_pct] -clock clk0 $non_clock_inputs
set_output_delay [expr $clk_period * $clk_io_pct] -clock clk0 [all_outputs]
$ cat flow/config.mk
export PLATFORM = sky130hd
export DESIGN_NAME = top_10000_cnt
export DESIGN_NICKNAME = top_10000_cnt
export VERILOG_FILES = /design/flow/design.v
export SDC_FILE = /design/flow/constraint.sdc
export NUM_CORES = 4
export LEC_CHECK = 1
export CORE_UTILIZATION = 40
$ cat flow/design.v
`timescale 1ns / 1ps
module bcd_ctrl(
    input [3:0] bcd,
    output reg [7:0] fnd_data
    );
    always @(*) begin
        case (bcd)
            4'd0: fnd_data = 8'hC0;
            4'd1: fnd_data = 8'hF9;
            4'd2: fnd_data = 8'hA4;
            4'd3: fnd_data = 8'hB0;
            4'd4: fnd_data = 8'h99;
            4'd5: fnd_data = 8'h92;
            4'd6: fnd_data = 8'h82;
            4'd7: fnd_data = 8'hF8;
            4'd8: fnd_data = 8'h80;
            4'd9: fnd_data = 8'h90;
            default: fnd_data = 8'hFF;
        endcase
    end
endmodule
`timescale 1ns / 1ps
module clk_divider_1k (
    input clk,
    input rst,
    output reg oclk
);
    parameter CLK_1K = 50_000;
    reg [($clog2(CLK_1K) - 1):0] cnt;
    always @(posedge clk or posedge rst) begin
        if (rst) begin
            cnt  <= 0;
            oclk <= 1'b0;
        end else if (cnt == (CLK_1K - 1)) begin
            cnt  <= 0;
            oclk <= ~oclk;
        end else begin 
            cnt <= cnt + 1'b1;
            oclk <= oclk;
        end
    end
endmodule
`timescale 1ns / 1ps
module counter_2b (
    input clk,
    input rst,
    output reg [1:0] fnd_sel
);
    always @(posedge clk or posedge rst) begin
        if (rst) begin
            fnd_sel <= 2'b00;
        end else if (fnd_sel == 2'b11) begin
            fnd_sel <= 2'b00;
        end else begin
            fnd_sel <= fnd_sel + 1'b1;
        end
    end
endmodule
`timescale 1ns / 1ps
module decoder_2x4 (
    input [1:0] fnd_sel,
    output reg [3:0] fnd_com
);
    always @(*) begin
        case (fnd_sel)
            2'b00:   fnd_com = 4'b1110;
            2'b01:   fnd_com = 4'b1101;
            2'b10:   fnd_com = 4'b1011;
            2'b11:   fnd_com = 4'b0111;
            default: fnd_com = 4'b1111;
        endcase
    end
endmodule
`timescale 1ns / 1ps
module fnd_ctrl (
    input clk,
    input rst,
    input sel,
    input [6:0] msec,
    input [5:0] sec,
    input [5:0] min,
    input [4:0] hour,
    output [7:0] fnd_data,
    output [3:0] fnd_com
);
    wire [3:0] w_bcd_m_sec, w_bcd_h_m, w_bcd_out;
    wire [3:0] w_msec_1, w_msec_10, w_sec_1, w_sec_10;
    wire [3:0] w_min_1, w_min_10, w_hour_1, w_hour_10;
    wire [1:0] w_fnd_sel;
    wire       w_oclk;
    assign w_bcd_out = (sel == 1) ? w_bcd_h_m : w_bcd_m_sec;
    time_splitter #(
        .BIT_WIDTH(7)
    ) U_SPLIT_MSEC (
        .i_time(msec),
        .time_1 (w_msec_1),
        .time_10(w_msec_10)
    );
    time_splitter #(
        .BIT_WIDTH(6)
    ) U_SPLIT_SEC (
        .i_time(sec),
        .time_1 (w_sec_1),
        .time_10(w_sec_10)
    );
    time_splitter #(
        .BIT_WIDTH(6)
    ) U_SPLIT_MIN (
        .i_time(min),
        .time_1 (w_min_1),
        .time_10(w_min_10)
    );
    time_splitter #(
        .BIT_WIDTH(5)
    ) U_SPLIT_HOUR (
        .i_time(hour),
        .time_1 (w_hour_1),
        .time_10(w_hour_10)
    );
    mux_4to1 U_MUX0 (
        .sel(w_fnd_sel),
        .digit_1(w_msec_1),
        .digit_10(w_msec_10),
        .digit_100(w_sec_1),
        .digit_1000(w_sec_10),
        .bcd(w_bcd_m_sec)
    );
    mux_4to1 U_MUX1 (
        .sel(w_fnd_sel),
        .digit_1(w_min_1),
        .digit_10(w_min_10),
        .digit_100(w_hour_1),
        .digit_1000(w_hour_10),
        .bcd(w_bcd_h_m)
    );
    bcd_ctrl U_BCD0 (
        .bcd(w_bcd_out),
        .fnd_data(fnd_data)
    );
    decoder_2x4 U_DEC0 (
        .fnd_sel(w_fnd_sel),
        .fnd_com(fnd_com)
    );
    clk_divider_1k U_CLKD0 (
        .clk(clk),
        .rst(rst),
        .oclk(w_oclk)
    );
    counter_2b U_CNT0 (
        .clk(w_oclk),
        .rst(rst),
        .fnd_sel(w_fnd_sel)
    );
endmodule
`timescale 1ns / 1ps
module mux_4to1(
    input [1:0] sel,
    input [3:0] digit_1,
    input [3:0] digit_10,
    input [3:0] digit_100,
    input [3:0] digit_1000,
    output reg [3:0] bcd
    );
    always @(*) begin
        case (sel)
            2'b00:   bcd = digit_1;
            2'b01:   bcd = digit_10;
            2'b10:   bcd = digit_100;
            2'b11:   bcd = digit_1000;
            default: bcd = 4'h0;
        endcase
    end
endmodule
`timescale 1ns / 1ps
module time_splitter #(
    parameter BIT_WIDTH = 7
) (
    input [BIT_WIDTH - 1:0] i_time,
    output [3:0] time_1,
    output [3:0] time_10
);
    assign time_1  = i_time % 10;
    assign time_10 = i_time / 10;
endmodule
`timescale 1ns / 1ps
module clk_div_1hz#(parameter F_CNT = 50_000_000 - 1)(
    input clk,
    input rst,
    output reg clk_1hz
    );
    reg [($clog2(F_CNT)- 1) : 0] r_cnt;
    always @(posedge clk or posedge rst) begin
        if (rst) begin
            r_cnt <= 0;
            clk_1hz <= 0;
        end else if (r_cnt == F_CNT) begin
            r_cnt <= 0;
            clk_1hz <= ~clk_1hz;
        end else begin
            r_cnt <= r_cnt + 1'b1;
        end
    end
endmodule
`timescale 1ns / 1ps
module min_counter(
    input clk,
    input rst,
    input carry,
    output [7:0] min
    );
    localparam MAX_MIN = 60;
    reg [7:0] r_min;
    assign min = (((r_min == (MAX_MIN - 1)) && (carry == 1)) || ((r_min == (MAX_MIN)) && (carry == 0))) ? 0 : carry + r_min;
    always @(posedge clk or posedge rst) begin
        if(rst) begin
            r_min <= 0;
        end
        else if(r_min == (MAX_MIN)) begin
            r_min <= 0;
        end
        else begin
            r_min <= r_min + carry;
        end
    end
endmodule
`timescale 1ns / 1ps
module sec_counter(
    input clk_div,
    input rst,
    output reg [7:0] sec,
    output carry
    );
    localparam  MAX_SEC = 60;
    reg r_carry;
    assign carry = r_carry;
    always @(posedge clk_div or posedge rst) begin
        if (rst) begin
            sec <= 8'h0;
            r_carry <= 1'b0;
        end
        else if(sec == (MAX_SEC - 1)) begin
            sec <= 8'h0;
            r_carry <= 1'b1;
        end
        else begin
            sec <= sec + 1'b1;
            r_carry <= 1'b0;
        end
    end
endmodule
`timescale 1ns / 1ps
module sw_ctrl (
    input [1:0] sw,
    input clk,
    input rst,
    output reg oclk,
    output reg orst
);
    always @(*) begin
        if (!sw[0]) begin
            oclk = 1'b0;
        end else begin
            oclk = clk;
        end
    end
    always @(*) begin
        if (sw[1]) begin
            orst = 1'b1;
        end else begin
            orst = rst;
        end
    end
endmodule
`timescale 1ns / 1ps
module tick_gen (
    input clk_div_1hz,
    input clk,
    input rst,
    output tick_gen
);
    localparam S0 = 2'b0;
    localparam S1 = 1'b1;
    reg state, next_state;
    always @(posedge clk or posedge rst) begin
        if (rst) begin
            state <= S0;
        end else begin
            state <= next_state;
        end
    end
    always @(*) begin
        case (state)
            S0:
            if (clk_div_1hz == 1) begin
                next_state = S1;
            end else begin
                next_state = S0;
            end
            S1:
            if (clk_div_1hz == 0) begin
                next_state = S0;
            end else begin
                next_state = S1;
            end
        endcase
    end
    assign tick_gen = ((state == S0) && (clk_div_1hz == 1)) ? 1 : 0;
endmodule
`timescale 1ns / 1ps
module top_10000_cnt (
    input clk,
    input rst,
    input [1:0] sw,
    output [7:0] fnd_data,
    output [3:0] fnd_com,
    output tick_gen
);
    wire w_clk_1;
    wire w_oclk, w_orst;
    wire [7:0] w_sec;
    wire [7:0] w_min;
    wire w_carry;
    sw_ctrl U_SW_CTRL (
        .sw (sw),
        .clk(clk),
        .rst(rst),
        .oclk(w_oclk),
        .orst(w_orst)
    );
    clk_div_1hz #(
        .F_CNT(2 - 1)
    ) U_CLK_1Hz (
        .clk(w_oclk),
        .rst(w_orst),
        .clk_1hz(w_clk_1)
    );
    sec_counter U_SEC_CNT (
        .clk_div(w_clk_1),
        .rst(w_orst),
        .sec  (w_sec),
        .carry(w_carry)
    );
    min_counter U_MIN_CNT (
        .clk  (w_clk_1),
        .rst  (w_orst),
        .carry(w_carry),
        .min(w_min)
    );
    tick_gen U_TICK_GEN (
        .clk_div_1hz(w_clk_1),
        .clk(clk),
        .rst(rst),
        .tick_gen(tick_gen)
    );
    fnd_ctrl U_FND0 (
        .clk(clk),
        .rst(rst),
        .min(w_min),
        .sec(w_sec),
        .fnd_data(fnd_data),
        .fnd_com (fnd_com)
    );
endmodule
$ cat flow/run.sh
#!/bin/bash
# OpenROAD 26Q1-2900-gdf79404cd8, Yosys 0.63+post, stock flow scripts
make -C /OpenROAD-flow-scripts/flow DESIGN_CONFIG=/design/flow/config.mk WORK_HOME=/design/flow/orfs finish
==> impl_metrics.csv <==
group,metric,value,unit
grt,use_met3,2.57,%
sta,untimed_endpoints,21,
yosys,yosys_area,2360,um^2
yosys,synth_flops,31,
grt,use_met2,25.2,%
yosys,ys_warn_count,25,
route,drtPass1Iterations,4,
place,numPortBuffers,15,
critical_path,worst_ep_required_time,2.00,ns
yosys,yosysUniqueCellTypes,56,
yosys,syn_area,2360,um^2
yosys,yosys-top-cells-count,"31 x dfrtp_1, 29 x nor2_1, 20 x inv_1",
yosys,synthDominantCellAreaShare,32.8,%
floorplanning,dieArea,6220,um^2
critical_path,r2r-start,"U_FND0.U_CLKD0.cnt[7]",
clock_tree,clk_latency,0.56,ns
sta,unclocked_regs,10,
route,drcViolationCount,0,
run,warnings,35,
grt,gr-usage-met1,20.4,%
floorplanning,die_x,78.9,um
run,cap_violations,0,
sta,hold_violations,0,
power_and_ir_drop,p_total,808,uW
critical_path,worstSetupEndpoint,"tick_gen",
floorplanning,io_pins,17,
yosys,edf_count,0,
yosys,yosysCellCount,255,
final_layout,drive_above_1_share,10.9,%
power_and_ir_drop,p_int,660,uW
sta,period_used_share,86.8,%
power_and_ir_drop,clkPwrFrac,58.6,%
status,status,"finished, final reports clean",
power_and_ir_drop,p_leak,0.00128,uW
sta,relSlewSlack,49.1,%
critical_path,reg2reg_setup_slack,0.94,ns
power_and_ir_drop,p_sw_share,18.3,%
critical_path,criticalPathCategory,"register to output port",
critical_path,end_kind,"output port",
yosys,area_leaders,"dfrtp_1 33%, ha_1 10%, xor2_1 5.2%",
final_layout,synthToLayoutAreaGrowth,15.4,%
power_and_ir_drop,p_seq_share,39.2,%
floorplanning,rows,27,
critical_path,worstReg2RegEnd,"U_FND0.U_CLKD0.oclk",
sta,maxSlewViolCount,0,
sta,setup_viol,0,
route,drtIter0Drc,64,
clock_tree,cts_resized,0,
yosys,yosysTopAreaCell,"dfrtp_1",
sta,grt_setup_unrepaired,"false",
sta,worst_slew_pin_slew,0.756,ns
route,post_drt_wl_per_cell,11.5,um
power_and_ir_drop,p_sw,148,uW
route,num_vias,1725,
critical_path,crit_fanout,11,
critical_path,arrival,1.67,ns
critical_path,startpoint_type,"register",
yosys,synth_seq_share,32.8,%
yosys,synthCells,255,
place,routabilityCongestion,0.769,
grt,grt-busiest-layer,"met2",
critical_path,ff2ff_path_depth,4,
critical_path,cp-startpoint,"U_CLK_1Hz.clk_1hz",
yosys,top_cell,"dfrtp_1",
grt,grt_max_degree,24,
floorplanning,core,5610,um^2
clock_tree,cts_tree,"yes",
sta,fmax,461,MHz
power_and_ir_drop,comb_power_share,2.2,%
grt,grt_usage,14.8,%
yosys,synth_area_per_cell,9.27,um^2
route,wl,4010,um
yosys,ys.flop_type,"dfrtp_1",
power_and_ir_drop,powerDensity,296,nW/um^2
route,viasPerCell,4.96,
place,dp_hpwl,2890,um
yosys,ys_async_sr_fraction,100,%
grt,grt_pass1_wl,7380,um
clock_tree,clk_pin_slew,0.03,ns
power_and_ir_drop,vdd_drop_max,0.394,mV
grt,grt_pass1_vias,1765,
worst_hold_path,hp-class,"input port to async pin",
grt,overflow,0,
grt,antenna_found_initial,0,
route,antenna_left,0,
sta,fin_setup_tns,0,ns
sta,finalCriticalPeriod,2.17,ns
floorplanning,die_y,78.9,um
route,n_antenna_cell,0,
sta,fin_worst_skew,0.0991,ns
floorplanning,fp-utilization,42.1,%
==> logic make-up (layout without fill, tap and decap cells) <==
logic type | count (synthesis) | after routing | share of synthesized area [%]
simple gates | 102 | 102 | 22.1
buf+inv | 31 | 52 | 6.35
compound gates | 42 | 42 | 17.4
other cells | 1 | 1 | 0.159
mux | 5 | 5 | 2.17
fa+ha+maj | 20 | 20 | 10.5
xor+xnor | 23 | 23 | 8.52
flops | 31 | 31 | 32.8
==> final cells by class <==
cell class              count  area (um^2)
well taps                  72         90.1
inverters                  20         75.1
flip-flops and latches     31          776
multi-input cells         193         1440
fillers                   538         2880
clock buffers              12          155
repair buffers             20          193
==> metrics by stage <==
| stage | setup slack (ns) | instances | area, um^2 | hold slack [ns] | util, % |
|---|---|---|---|---|---|
| 2_1_floorplan | 0.711 | 255 | 2360 | -0.750 | - |
| 3_3_place_gp | 0.876 | 334 | 2550 | -0.362 | 45.5 |
| 3_5_place_dp | 0.876 | 334 | 2550 | -0.355 | 45.5 |
| 4_1_cts | 0.287 | 348 | 2730 | 0.278 | 48.6 |
| 5_1_grt | 0.217 | 348 | 2730 | 0.313 | 48.6 |
| 6_report | 0.330 | 348 | 2730 | 0.288 | 48.6 |
==> registers in the layout, summed over array words and instances (netlist names) <==
register,count
U_FND0.U_CLKD0.cnt,16
U_SEC_CNT.sec,8
U_FND0.U_CNT0.fnd_sel,2
U_CLK_1Hz.clk_1hz,1
U_CLK_1Hz.r_cnt[-1],1
U_CLK_1Hz.r_cnt,1
U_FND0.U_CLKD0.oclk,1
U_TICK_GEN.state,1
==> critical path: stages (launching register included) <==
cell,delay [ns]
dfrtp_1,0.49
nor2b_1,0.17
clkdlybuf4s50_1,0.46
==> routing by layer <==
layer  routed length (um)  part of all wire, %  vias to the layer above
met3                   73                  1.8                        7
met1                 2050                   51                      794
met5                    0                    0                        -
met2                 1820                   45                       17
li1                     -                    -                      907
met4                   65                  1.6                        0
==> worst min path at each step <==
stage | from | end | slack, ns | depth (start not counted)
CTS | sw[1] | U_CLK_1Hz.clk_1hz | 0.28 | 3
global route | sw[1] | U_CLK_1Hz.clk_1hz | 0.31 | 3
finish | sw[1] | U_CLK_1Hz.clk_1hz | 0.29 | 3
==> cell usage in the layout, fill, tap and decap left out, types with 4 or more instances in the layout <==
cell type and instances:
a2bb2oi_1 4, clkbuf_8 11, nand2_1 18, ha_1 19, xor2_1 14, o21ai_0 7
xnor2_1 9, nand3_1 11, nand2b_1 7, nor2b_1 13, a21oi_1 7, dfrtp_1 31
mux2i_1 4, clkdlybuf4s50_1 15, nor3_1 4, inv_1 20, nor2_1 29
==> power by group through the flow <==
stage	clock [uW]	sequential (uW)	combinational, uW
4_1_cts	488	317	18.7
5_1_grt	507	316	20.8
6_report	473	317	17.6
==> what timing repair did <==
item | CTS | global route
endpoints found under the hold margin | 1 | 0
setup buffers | 0 | 0
hold buffers | 2 | 0
Power and IR drop assume default switching activity.
